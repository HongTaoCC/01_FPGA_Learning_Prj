==> flow/design.v <==
`timescale 1ns / 1ps
module count#(
    parameter                       P_CNT_WIDTH = 8
)(
    input                           i_clk,
    input                           i_rst,
    input                           i_en,
    output  [P_CNT_WIDTH - 1 : 0]   o_cnt,
    output                          o_led
);
reg  [P_CNT_WIDTH - 1 : 0]  ro_cnt;
reg                         ro_led;
assign o_cnt = ro_cnt;
assign o_led = ro_led;
always @(posedge i_clk , posedge i_rst) 
begin
    if (i_rst) begin
        ro_cnt <= 8'd0;
    end else begin
        ro_cnt <= ro_cnt + 1;
    end    
end
always @(posedge i_clk , posedge i_rst) 
begin
    if (i_rst) begin
        ro_led <= 'd0;
    end else if (ro_cnt == 8'd10) begin
        ro_led <= 'd1;
    end else begin
        ro_led <= 'd0;
    end
end
endmodule
==> flow/run.sh <==
#!/bin/bash
# OpenROAD 26Q1-2900-gdf79404cd8, Yosys 0.63+post, stock flow scripts
make -C /OpenROAD-flow-scripts/flow DESIGN_CONFIG=/design/flow/config.mk WORK_HOME=/design/flow/orfs finish
==> flow/config.mk <==
export PLATFORM = sky130hd
export DESIGN_NAME = count
export DESIGN_NICKNAME = count
export VERILOG_FILES = /design/flow/design.v
export SDC_FILE = /design/flow/constraint.sdc
export NUM_CORES = 4
export LEC_CHECK = 1
export CORE_AREA = 10 10 70 70
export DIE_AREA = 0 0 80 80
==> flow/constraint.sdc <==
current_design count

set clk_period 1.3
set clk_io_pct 0.2

create_clock -name clk0 -period $clk_period [get_ports {i_clk}]

set non_clock_inputs [all_inputs -no_clocks]
set_input_delay [expr $clk_period * $clk_io_pct] -clock clk0 $non_clock_inputs
set_output_delay [expr $clk_period * $clk_io_pct] -clock clk0 [all_outputs]
==> results.yml <==
# synthesis and place-and-route metrics
place:
  port_buffers: 10
  hpwlAfterDp_um: 625
  placedCellCount: 90
  gp_congestion: 0.737
floorplan:
  die_area_um2: 6400
  pin_count: 12
  fp.dieH_um: 80
  floorplan.rows: 21
  initial_utilization_pct: 11.0
  floorplan.core_area_um2: 3420
  die_width_um: 80
cts:
  cts_buffers: 3
  clock_latency_reported_for_the_late_side_of_the_worst_skew_pair_ns: 0.25
  hold_buffers: 0
  cts.sink_count: 9
  htree_num_levels: 1
  clk_root_buffer_cell: "sky130_fd_sc_hd__clkbuf_4"
  clock_path_buffers: 2
  tritoncts: "yes"
  clk_pin_slew_ns: 0.06
pwr:
  vdd.ir_drop.worst_uv: 322
  static-leakage-power_nw: 0.332
  power-per-cell-area_nw_per_um2: 785
critical_path:
  endpoint_kind: "flop"
  timing.reg2reg.worst_path_depth: 5
  worstPathRequired_ns: 1.47
  worst_path_most_repeated_cell: "sky130_fd_sc_hd__buf_4"
  worst_path_largest_cell_delay_ns: 0.38
  timing.critical_path.arrival_ns: 1.33
  cp_cell_sequence: "buf_4 -> buf_4 -> ha_1 -> nand3_1 -> xnor2_1"
  worst-path-buf-inv: 2
  worst-setup-path-type: "reg2reg"
  timing.rr.start: "ro_cnt[1]"
  crit_slowest_cell: "sky130_fd_sc_hd__dfrtp_1"
  critical-path-top-delay-family: "flip-flops"
  worst-r2r-setup-slack_ns: 0.14
  path_depth: 5
  worst-path-max-fanout: 3
  startpoint_type: "flop"
  crit_path_start: "ro_cnt[1]"
  reg2reg_to: "ro_cnt[4]"
  worst_setup_path_endpoint: "ro_cnt[4]"
timing:
  finalWorstPathRequiredPeriod_ns: 1.16
  worst_pin_slew_ns: 0.337
  layout_worst_path_cycle_share_pct: 89.0
  top_achievable_clock_speed_mhz: 864
  rsz0062_at_grt: "false"
  relSlewSlack_pct: 77.5
  fin_tns_setup_ns: 0
  hold_violations: 0
  fin_skew_ns: 0.00298
  report.final.slew_viol_count: 0
  finalSetupViolations: 0
grt:
  grt_antenna_before_repair: 0
  grt_pass1_wl_um: 1430
  first_global_vias: 298
  globalRouteTotalUtil_pct: 2.89
  maximum_number_of_pins_on_one_net_before_global_route_repair: 10
  overflow: 0
hold_path:
  hold_path_class: "in2async"
final_layout:
  final_layout_size_suffix_gt1_share_pct: 27.8
  filler_cell_count: 382
  flow.area_growth_from_synthesis_pct: 66.4
  fin_util_pct: 18.4
  layout.cells.non_filler: 100
detailed_routing:
  drtAntennaViolNets: 0
  drt_pass_1_iters: 3
  detailed_route_iter0_violations: 27
  detail_route.wirelength_um: 825
  antennaDiodeCount: 0
  num_vias: 287
  wire_length_per_cell_um: 8.25
  route.detailed.drc: 0
  avgViaCountPerCell: 2.87
job:
  tool_warning_count: 27
  maxCapViolations: 0
synthesis:
  netlist-cell-type-count: 12
  syn-cell-area_um2: 377
  syn_area_per_cell_um2: 12.1
  ys_cells: 31
  postSynthRegisterBits: 9
  netlist_instances: 31
  ys_seq_share_pct: 59.8
  synth.yosys.warnings: 1
  yosys_area_um2: 377
run_status:
  run_status: "complete, no violations"
[registers in the layout, summed over array words and instances (netlist names)]
register / count
ro_cnt: 8
ro_led: 1
[cell usage after synthesis (all sizes together)]
cell type,instances,area share (%)
ha,2,6.6
nand2,2,2.0
xnor2,3,7.0
nor3,1,2.7
nor4,1,1.7
dfrtp,9,60
nor2,2,2.0
inv,3,3.0
and3,1,1.7
xor2,3,7.0
nand3,4,6.6
[routing by layer]
metal	wire length (um)	up-vias	GRT usage (%)	part of all wire, %
li1	-	147	-	-
met2	243	12	3.05	29
met5	0	-	0	0
met1	401	126	3.85	49
met3	173	2	3.18	21
met4	6	0	0.176	0.73
[logic make-up (layout without fill, tap and decap cells)]
| logic type | Yosys count | count (layout) | share of synthesized area [%] |
|---|---|---|---|
| XOR/XNOR | 6 | 6 | 14.0 |
| adder cells (fa/ha/maj) | 2 | 2 | 6.64 |
| buffers and inverters | 3 | 26 | 2.99 |
| flip-flops | 9 | 9 | 59.8 |
| AND/OR/NAND/NOR | 11 | 11 | 16.6 |
[report_power, final]
part | internal, mW | leakage [nW] | switching [mW]
logic | 0.00282 | 0.201 | 0.00550
registers | 0.280 | 0.116 | 0
clock network | 0.118 | 0.0150 | 0.0861
[metrics by stage]
step	total power, mW	setup slack (ns)	area (um^2)	hold slack [ns]
floorplan	0.290	0.372	377	0.0879
global placement	0.294	0.137	557	0.492
detailed placement	0.294	0.135	557	0.506
CTS	0.503	0.00340	618	0.283
global route	0.528	0.0603	627	0.289
finish	0.492	0.143	627	0.274
[worst reg2reg max path, cell delays in order, from the launching register on]
cell	delay, ns
sky130_fd_sc_hd__dfrtp_1	0.38
sky130_fd_sc_hd__buf_4	0.13
sky130_fd_sc_hd__buf_4	0.13
sky130_fd_sc_hd__ha_1	0.21
sky130_fd_sc_hd__nand3_1	0.11
sky130_fd_sc_hd__xnor2_1	0.11
[cell type report]
class | count | area [um^2] | area share, %
timing repair buffer | 19 | 160 | 25.5
inverter | 3 | 11.3 | 1.80
tap | 46 | 57.6 | 9.18
multi-input combinational | 19 | 146 | 23.4
sequential | 9 | 225 | 35.9
clock buffer | 4 | 26.3 | 4.19
[placed cells by master (no fill, tap or decap), drive strengths merged]
cell,instances
xnor2,3
clkbuf,4
dlygate4sd2,8
nand3,4
inv,3
buf,9
ha,2
nor3,1
dlymetal6s2s,1
and3,1
nor2,2
nor4,1
clkdlybuf4s50,1
nand2,2
xor2,3
dfrtp,9
[how the worst min path moves through the flow]
stage                  from   endpoint  slack (ns)
after global routing  i_rst  ro_cnt[2]        0.29
final                 i_rst  ro_cnt[1]        0.27
after CTS             i_rst  ro_cnt[3]        0.28
[repair_timing]
item | in CTS | in global routing
buffers inserted | 6 | 0
resized | 8 | 2
setup endpoints to repair | 8 | 2
hold endpoints to repair | 0 | 0
pin swaps | 0 | 0
Power and IR drop assume default switching activity.
