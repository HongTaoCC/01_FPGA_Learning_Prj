[/design/flow/run.sh]
#!/bin/bash
# OpenROAD 26Q1-2900-gdf79404cd8, Yosys 0.63+post, stock flow scripts
make -C /OpenROAD-flow-scripts/flow DESIGN_CONFIG=/design/flow/config.mk WORK_HOME=/design/flow/orfs finish
[/design/flow/config.mk]
export PLATFORM = sky130hd
export DESIGN_NAME = LED_Driver
export DESIGN_NICKNAME = LED_Driver
export VERILOG_FILES = /design/flow/design.v
export SDC_FILE = /design/flow/constraint.sdc
export NUM_CORES = 4
export LEC_CHECK = 1
export CORE_AREA = 10 10 87 87
export DIE_AREA = 0 0 97 97
[/design/flow/constraint.sdc]
current_design LED_Driver

set clk_period 3.7
set clk_io_pct 0.2

create_clock -name clk0 -period $clk_period [get_ports {i_clk}]

set non_clock_inputs [all_inputs -no_clocks]
set_input_delay [expr $clk_period * $clk_io_pct] -clock clk0 $non_clock_inputs
set_output_delay [expr $clk_period * $clk_io_pct] -clock clk0 [all_outputs]
[/design/flow/design.v]
`timescale 1ns / 1ps
module LED_Driver#(
    parameter P_LED_NUMBER = 1,      
    parameter P_LED_CNT    = 1000,   
    parameter P_LED_ON     = 1       
) (
    input                           i_clk,
    input                           i_rst,
    output [P_LED_NUMBER - 1 : 0]   o_led
);
reg [P_LED_NUMBER - 1 : 0] ro_led;
reg [15 : 0]               r_cnt;
reg                        r_LED_en;                 
assign o_led = ro_led; 
always @(posedge i_clk , posedge i_rst) begin
    if (i_rst) begin
        r_cnt      <= 'd0;
        r_LED_en   <= 'd0;        
    end else if(r_cnt == P_LED_CNT - 1) begin
            r_cnt      <= 'd0;
            r_LED_en   <= ~r_LED_en;
    end else begin
        r_cnt      <= r_cnt + 1;
        r_LED_en   <= r_LED_en;
    end
end
always @(posedge i_clk , posedge i_rst) begin
    if(i_rst)
        ro_led <= 'd0;
    else if (r_LED_en == 'd1)
        ro_led <= ~ro_led;
    else
        ro_led <= ro_led;
end
endmodule
==> results_dict.tcl <==
# implementation run metrics
set metrics [dict create \
    detailroute.via_count 471 \
    clock_skew_ps 2.226 \
    detailed_route_iter0_violations 6 \
    fin_cells 149 \
    async_flop_share 1.000 \
    cts_made_buffers 3 \
    max-slew-margin-rel 0.5646 \
    final_hold_viol_count 0 \
    detail_route.antenna_diodes 0 \
    worstPathArrival_ps 1970 \
    run_status "finished, final reports clean" \
    gr-total-overflow 0 \
    holdPathStages 1 \
    worst_r2r_path_depth 4 \
    top_layout_cell "dfrtp_1" \
    top_routing_layer_in_use "met4" \
    synth_warn 1 \
    p_leak_nw 0.4455 \
    startpoint_to_endpoint_class_of_the_critical_path "register to register" \
    final_min_period_over_clock_period 0.4932 \
    chipArea_mm2 0.009409 \
    synth.yosys.seq_area_share 0.5581 \
    gr-usage-all-layers 0.02676 \
    place.gp.congestion 0.7680 \
    synthesized_instance_count 71 \
    dpl-instance-area_um2 917.1 \
    clock_tree.htree_level_count 1 \
    cp_data_required_time_ps 3840 \
    syn-mean-instance-area_um2 11.37 \
    post_cts.resized_instances 0 \
    power.total_uw 356.0 \
    clk_pin_slew_worst_paths_ps 60 \
    post_route_cells_drive_above_1_share 0.1169 \
    die_span_in_x_um 97 \
    synth_cell_types 22 \
    post_route_drc_violation_count 0 \
    dp.final_hpwl_um 866 \
    fillerInstances 612 \
    drt-vias-per-instance 3.161 \
    critical_path_peak_fanout 9 \
    grt_first_pass_wirelength_um 2249 \
    number_of_clock_sinks 18 \
    power-per-cell-area_mw_per_mm2 366.2 \
    layout.cells.most_common_list "dfrtp_1, xor2_1, nor2_1, nand3_1, nand2_1" \
    drt_first_pass_iters 2 \
    die_h_um 97 \
    logic_area_um2 349.1 \
    enable_flop_cells 0 \
    route.final.wire_length_um 1191 \
    clock_latency_ps 250 \
    regArea_um2 450.4 \
    peak_supply_drop_mv 0.2403 \
    avgRoutedWirePerCell_um 7.993 \
    setup_total_negative_slack_ps 0 \
    post-cts-setup-buffers 0 \
    clock.fmax_ghz 0.5480 \
    syn_area_um2 807.0 \
    met3_length_um 24 \
    cap_viol_max_count 0 \
    finalSetupViolCount 0 \
    placed_cells_incl_taps 145 \
    report.final.slew_viol_count 0 \
    min_period_ps 1825 \
    worst_pin_slew_ps 652.4 \
    numSynthFlops 18 \
    detail-route-antenna-nets 0 \
    rsz_0062_raised_after_global_routing "false" \
    tritoncts "yes" \
    hold_path.class "register to register" \
    cts_root_buffer "clkbuf_8" \
    start_kind "register" \
    met2_wirelength_um 496 \
    ios 3 \
    openroad.warnings 25 \
    routedLengthMet1_um 650 \
    critical_path.endpoint_type "register" \
    synthToLayoutAreaGrowth_pct 20.47 \
    antenna_violations_before_repair 0 \
    port_buffers 2 \
    core_util_floorplan 0.1430 \
    floorplan.core_area_mm2 0.005642 \
    holdBufCountCts 0 \
    ys_chip_area_um2 807.0 \
    ys_cells 71 \
    grt_pass1_vias 493 \
    grt_start_max_net_pins 19 \
    ys_dominant_reg_cell "dfrtp_1" \
    clockBufferDepth 2 \
    layout.cell_area.non_filler_um2 972.2 \
    placement_rows 27 \
]
==> where the power goes <==
part | internal, mW | switching (mW) | total, mW | leakage (nW)
logic | 0.000977 | 0.00362 | 0.00460 | 0.175
clock network | 0.0943 | 0.0603 | 0.155 | 0.0288
registers | 0.197 | 0 | 0.197 | 0.242
total | 0.292 | 0.0639 | 0.356 | 0.445
==> synthesized netlist by cell type (2+ instances only) <==
| cell | number | share of area |
|---|---|---|
| dfrtp_1 | 18 | 0.56 |
| xor2_1 | 10 | 0.11 |
| nor2_1 | 8 | 0.037 |
| nand2_1 | 5 | 0.023 |
| nand3_1 | 5 | 0.031 |
| xnor2_1 | 4 | 0.043 |
| nor3_1 | 3 | 0.019 |
| and2b_2 | 2 | 0.022 |
| inv_1 | 2 | 0.0093 |
| nand4_1 | 2 | 0.016 |
==> per-stage QoR <==
step	hold WS, ps	worst slack (ps)	utilization
after floorplan	416.6	1993	-
after global placement	451.4	1892	0.1626
after detailed placement	455.6	1869	0.1626
after CTS	465.9	1869	0.1723
after global routing	497.0	1758	0.1723
final	461.6	1875	0.1723
==> worst max-delay path, cell delays in order (launching register included) <==
cell	delay (ps)
dfrtp_1	410
or4_4	550
nor4_4	460
o21ai_1	100
a22o_1	190
==> cells by family after synthesis <==
group                      synth area share
AOI/OAI and AO/OA                   0.02944
xor gates and xnor gates             0.1519
adders and majority gates           0.01550
buffers and inverters              0.009306
DFF                                  0.5581
and+or+nand+nor                      0.2357
==> registers in the layout (all words and copies together) (netlist names) <==
name      cells
ro_led        1
r_LED_en      1
r_cnt        16
==> final timing paths <==
path / start / end / slack (ps)
worst max-delay path: r_cnt[4] / r_cnt[9] / 1880
worst min-delay path: ro_led / ro_led / 460
worst max register to register: r_cnt[4] / r_cnt[9] / 1880
worst min register to register: ro_led / ro_led / 460
max in group asynchronous: i_rst / r_cnt[6] / 2400
min in group asynchronous: i_rst / r_LED_en / 880
==> routing by layer <==
layer | global-route usage | up-vias
li1 | - | 252
met5 | 0 | -
met1 | 0.04076 | 216
met3 | 0.005731 | 2
met2 | 0.03630 | 1
met4 | 0.007892 | 0
==> final cells by class <==
| class | count | area share |
|---|---|---|
| flip-flops and latches | 18 | 0.4633 |
| clock buffers | 4 | 0.05663 |
| repair buffers | 2 | 0.02059 |
| inverters | 2 | 0.007722 |
| multi-input cells | 51 | 0.3591 |
| well taps | 72 | 0.09266 |
Power and IR drop assume default switching activity.
